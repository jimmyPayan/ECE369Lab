===== config.mk =====
export PLATFORM = sky130hd
export DESIGN_NAME = DecodeToExecute
export DESIGN_NICKNAME = DecodeToExecute
export VERILOG_FILES = /design/flow/design.v
export SDC_FILE = /design/flow/constraint.sdc
export NUM_CORES = 4
export LEC_CHECK = 1
export CORE_AREA = 10 10 174 174
export DIE_AREA = 0 0 184 184

===== constraint.sdc =====
current_design DecodeToExecute

set clk_period 1.0
set clk_io_pct 0.2

create_clock -name clk0 -period $clk_period [get_ports {Clock}]

set non_clock_inputs [all_inputs -no_clocks]
set_input_delay [expr $clk_period * $clk_io_pct] -clock clk0 $non_clock_inputs
set_output_delay [expr $clk_period * $clk_io_pct] -clock clk0 [all_outputs]

===== design.v =====
`timescale 1ns / 1ps
module DecodeToExecute
(Clock,
RegWriteIn, MemToRegIn, 
R_EnableIn, W_EnableIn, R_WidthIn, W_WidthIn,
OpcodeIn, FunctIn, RegDstIn, ALUSrc0In, ALUSrc1In,
ShamtIn, Reg_Data1In, Reg_Data2In, Imm32bIn, rtIn, rdIn,
Stall_ID_EX,
RegWriteOut, MemToRegOut, 
R_EnableOut, W_EnableOut, R_WidthOut, W_WidthOut,
OpcodeOut, FunctOut, RegDstOut, ALUSrc0Out, ALUSrc1Out,
ShamtOut, Reg_Data1Out, Reg_Data2Out, Imm32bOut, rtOut, rdOut
);
input Clock;
input MemToRegIn, RegWriteIn;  
input R_EnableIn, W_EnableIn;  
input [1:0] R_WidthIn, W_WidthIn;
input RegDstIn, ALUSrc0In;
input [1:0] ALUSrc1In;  
input [4:0] ShamtIn, rtIn, rdIn;
input [5:0] OpcodeIn, FunctIn; 
input [31:0] Reg_Data1In, Reg_Data2In, Imm32bIn;
input Stall_ID_EX;
output reg MemToRegOut, RegWriteOut;  
output reg R_EnableOut, W_EnableOut;  
output reg [1:0] R_WidthOut, W_WidthOut;
output reg RegDstOut, ALUSrc0Out;
output reg [1:0] ALUSrc1Out;  
output reg [4:0] ShamtOut, rtOut, rdOut;
output reg [5:0] OpcodeOut, FunctOut; 
output reg [31:0] Reg_Data1Out, Reg_Data2Out, Imm32bOut;
always @ (posedge Clock) begin 
if (Stall_ID_EX == 0) begin
MemToRegOut <= MemToRegIn;
RegWriteOut <= RegWriteIn;
R_EnableOut <= R_EnableIn;
R_WidthOut <= R_WidthIn;
W_EnableOut <= W_EnableIn;
W_WidthOut <= W_WidthIn;
RegDstOut <= RegDstIn;
ALUSrc0Out <= ALUSrc0In;
ALUSrc1Out <= ALUSrc1In;
OpcodeOut <= OpcodeIn;
FunctOut <= FunctIn;
ShamtOut <= ShamtIn;
rtOut <= rtIn;
rdOut <= rdIn;
Reg_Data1Out <= Reg_Data1In;
Reg_Data2Out <= Reg_Data2In;
Imm32bOut <= Imm32bIn;
end 
else begin 
MemToRegOut <= 0;
RegWriteOut <= 0;
R_EnableOut <= 0;
R_WidthOut <= 0;
W_EnableOut <= 0;
W_WidthOut <= 0;
RegDstOut <= 0;
ALUSrc0Out <= 0;
ALUSrc1Out <= 0;
OpcodeOut <= 0;
FunctOut <= 0;
ShamtOut <= 0;
rtOut <= 0;
rdOut <= 0;
Reg_Data1Out <= 0;
Reg_Data2Out <= 0;
Imm32bOut <= 0;
end
end
endmodule

===== run.sh =====
#!/bin/bash
# OpenROAD 26Q1-2900-gdf79404cd8, Yosys 0.63+post, stock flow scripts
make -C /OpenROAD-flow-scripts/flow DESIGN_CONFIG=/design/flow/config.mk WORK_HOME=/design/flow/orfs finish

==> ci_impl_report.md <==
## Synthesis and layout report

| Metric | Value |
|---|---|
| Fin cells | `928` |
| Req. time, crit path | `0.80 ns` |
| Core outline area | `0.0263 sq mm` |
| Hold crit path type | `primary input to flop` |
| Worst Path Max Fanout | `1` |
| Switching portion of total power | `20.8%` |
| Post-route antenna net violation count | `0` |
| Routed WL per cell | `14.7 um` |
| Yosys cell count | `285` |
| Worst Hold Depth | `3` |
| Mapped Area | `0.00376 sq mm` |
| Layout cell share with drive strength beyond 1 | `42.7%` |
| Post-layout minimum cycle time | `1.04 ns` |
| Status | `finished with violations` |
| Met3 Usage GRT | `5.37%` |
| Net switching power | `2.69 mW` |
| Cell row count | `59` |
| Setup CP Type | `flop to output pin` |
| Final WL | `13.6 mm` |
| Logic pwr share | `9.3%` |
| Crit path from | `Reg_Data1Out[7]` |
| Biggest area cells | `dfxtp_1, nor2b_1, nor2b_2` |
| Cell chain of the critical path | `buf_2` |
| Flops after synth | `135` |
| Largest net degree at the start of global routing | `38` |
| Worst hold slack | `0.235 ns` |
| Synth warn | `1` |
| Max Freq | `958 MHz` |
| Diode count | `0` |
| Total number of vias | `2917` |
| Total Routing Usage GR | `7.66%` |
| Max_cap viols | `0` |
| First-pass GRT wire length | `19.6 mm` |
| Crit path max-delay cell type | `dfxtp_2` |
| M1 GR Usage | `8.76%` |
| Post-CTS Repair Setup Buffers | `0` |
| Total power per unit cell area | `1850 mW/mm^2` |
| DP HPWL | `10.8 mm` |
| P_leak | `3.05 nW` |
| Ports | `272` |
| Post-synth area from yosys stat | `0.00376 sq mm` |
| Cell variety after synth | `5` |
| Crit path max-delay family | `flip-flops` |
| Part of the power in registers | `44.5%` |
| Die area | `0.0339 sq mm` |
| Placed cells | `894` |
| Crit path DAT | `0.84 ns` |
| Clock share of power | `46.3%` |
| Residual DRC | `0` |
| Critical Path Sink Type | `output pin` |
| Fp_density | `14.3%` |
| Input/output buffers | `271` |
| CTS tree | `built` |
| Max incr delay on CP | `0.33 ns` |
| Slew HR | `86.2%` |
| Slew Viols, Final | `0` |
| Die span in y | `184 um` |
| CP bufs+invs | `1` |
| Tool warnings | `27` |
| Initial antenna violation count | `1` |
| Worst setup margin | `-0.0442 ns` |
| Post-synthesis sequential area ratio | `72.0%` |
| # setup viols final | `75` |
| Global placer's final weighted congestion | `0.760` |
| Failing checks | `setup timing` |
| Layout overhead on the synthesized area | `86.0%` |
| RSZ-0062 raised after global routing | `true` |
| Syn_area_per_cell | `13.2 sq um` |
| Clock transition at the registers of the reported paths | `0.06 ns` |
| Area leader, netlist | `dfxtp_1` |
| Vias in the first global route | `3134` |
| Final Cycle Share | `104%` |
| Startpoint types | `flop` |
| Final Hold Viols | `0` |
| GR Util met2 | `11.7%` |
| P_int | `10.3 mW` |
| Crit path to | `Reg_Data1Out[7]` |
| Die x size | `184 um` |
| CTS HTree Levels | `4` |
| CTS root buf | `clkbuf_16` |
| Vias per cell | `3.14` |
| GRT busiest layer | `met2` |
| Num CTS Buffers | `17` |
| Mapped Cells | `285` |
| CTS sink count | `135` |
| DRT Pass-1 Iters | `3` |
| Worst Max-Slew Pin Slew | `0.207 ns` |
| Clock Tree Buf Depth | `2` |
| Gr ovfl total | `0` |
| Peak VDD IR | `0.000916 V` |
| Top cell area share | `72.0%` |
| Iteration-0 DRC Markers | `34` |
| WP depth | `1` |
[cell usage after synthesis]
| cell type | instances |
|---|---|
| buf_6 | 7 |
| nor2b_1 | 99 |
| dfxtp_1 | 135 |
| buf_2 | 8 |
| nor2b_2 | 36 |
[area by class of cell]
class,count,area [sq um]
clock inverters,7,68.8
multi-input cells,135,935
well taps,335,419
fillers,2799,19300
clock buffers,25,495
repair buffers,291,2320
flip-flops and latches,135,2750
[cells in the final DEF, fill, tap and decap left out, types with 3 or more instances in the layout]
cell             synthesis  final
clkbuf_1                 0      4
dfxtp_1                135    100
clkbuf_16                0     17
clkdlybuf4s50_1          0    135
buf_4                    0     15
buf_2                    8    122
nor2b_2                 36     36
dfxtp_2                  0     35
buf_6                    7     13
nor2b_1                 99     99
clkinv_2                 0      3
buf_12                   0      4
clkbuf_8                 0      4
[registers in the layout, indices dropped and copies added, names as in the netlist]
| name | count |
|---|---|
| Imm32bOut | 32 |
| RegDstOut | 1 |
| W_EnableOut | 1 |
| rdOut | 5 |
| ShamtOut | 5 |
| Reg_Data2Out | 32 |
| W_WidthOut | 2 |
| R_WidthOut | 2 |
| MemToRegOut | 1 |
| R_EnableOut | 1 |
| ALUSrc0Out | 1 |
| ALUSrc1Out | 2 |
| Reg_Data1Out | 32 |
| OpcodeOut | 6 |
| RegWriteOut | 1 |
| FunctOut | 6 |
| rtOut | 5 |
[routing by layer]
layer	up-vias	wire, um
met1	1266	5380
met3	9	2210
met2	190	5810
met4	2	188
li1	1450	-
met5	-	13
[worst min path at each step]
stage | from | to | slack [ns]
CTS | Stall_ID_EX | OpcodeOut[1] | 0.23
global route | Stall_ID_EX | rdOut[0] | 0.24
finish | Stall_ID_EX | OpcodeOut[1] | 0.24
[cells by family after synthesis]
family / after synthesis / synth area share [%]
flops: 135 / 72.0
buf+inv: 15 / 3.16
simple gates: 135 / 24.9
[metrics by stage]
step / setup TNS (ns) / setup WS, ns / cell area [sq um] / utilization, % / total power [mW]
finish: -0.965 / -0.0442 / 6990 / 26.6 / 12.9
global route: -7.13 / -0.105 / 6990 / 26.6 / 13.5
CTS: -5.62 / -0.101 / 6940 / 26.4 / 13.2
detailed placement: -0.600 / -0.0918 / 6950 / 26.5 / 7.33
global placement: -0.647 / -0.108 / 6950 / 26.5 / 7.34
floorplan: 0 / 0.270 / 3760 / - / 6.08
[power by group through the flow]
stage         combinational (mW)  sequential, mW  clock [mW]
finish                      1.20            5.75        5.99
global route                1.32            5.78        6.44
CTS                         1.23            5.75        6.25
[what timing repair did]
action | 4_1_cts | 5_1_grt
gates resized | 474 | 17
hold endpoints to repair | 1 | 0
hold buffers | 2 | 0
setup endpoints to repair | 135 | 135
Power figures rest on the tool's default switching activity, not on a simulated workload.
