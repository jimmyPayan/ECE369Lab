## ./run.sh

```bash
#!/bin/bash
# OpenROAD 26Q1-2900-gdf79404cd8, Yosys 0.63+post, stock flow scripts
make -C /OpenROAD-flow-scripts/flow DESIGN_CONFIG=/design/flow/config.mk WORK_HOME=/design/flow/orfs finish
```

## ./config.mk

```make
export PLATFORM = sky130hd
export DESIGN_NAME = Execute
export DESIGN_NICKNAME = Execute
export VERILOG_FILES = /design/flow/design.v
export SDC_FILE = /design/flow/constraint.sdc
export NUM_CORES = 4
export LEC_CHECK = 1
export CORE_UTILIZATION = 40
```

## ./constraint.sdc

```tcl
current_design Execute

set clk_period 31.1
set clk_io_pct 0.2

create_clock -name clk0 -period $clk_period

set non_clock_inputs [all_inputs -no_clocks]
set_input_delay [expr $clk_period * $clk_io_pct] -clock clk0 $non_clock_inputs
set_output_delay [expr $clk_period * $clk_io_pct] -clock clk0 [all_outputs]
```

## ./design.v

```verilog
`timescale 1ns / 1ps
module ALU(ALUControl, A, B, ALUResult, Zero);
	input [3:0] ALUControl;  
	input signed [31:0] A, B;	     
	output reg signed [31:0] ALUResult;	 
	output reg Zero;	     
    always @ (*) begin
    case (ALUControl)   
        0: ALUResult <= A + B;  
        1: ALUResult <= A - B;  
        2: ALUResult <= A * B;  
        3: ALUResult <= A & B;  
        4: ALUResult <= A | B;  
        5: ALUResult <= ~(A | B);  
        6: ALUResult <= A ^ B;  
        7: ALUResult <= B << A;  
        8: ALUResult <= B >> A;  
        9: begin if (A < B) ALUResult <= 1; else ALUResult <= 0; end  
	10: begin if (A > B) ALUResult <= 1; else ALUResult <= 0; end  
        default: ALUResult <= 32'hXXXXXXXX;  
    endcase
    if (ALUResult == 0) Zero <= 1;
    else Zero <= 0;
    end
endmodule
`timescale 1ns / 1ps
module ALUControl(Instruction, Opcode, ALUControl);
input [5:0] Instruction;
input [5:0] Opcode;
output reg [3:0] ALUControl;
always @(*) begin
case (Instruction)
    6'b000000: begin case (Opcode)
           6'b100000: ALUControl <= 0;  
           6'b100010: ALUControl <= 1;  
           6'b001000: ALUControl <= 0;  
           6'b100100: ALUControl <= 3;  
           6'b100101: ALUControl <= 4;  
           6'b100111: ALUControl <= 5;  
           6'b100110: ALUControl <= 6;  
           6'b000000: ALUControl <= 7;  
           6'b000010: ALUControl <= 8;  
           6'b101010: ALUControl <= 9;  
           default: ALUControl <= 4'bXXXX;
       endcase end
    6'b001000: ALUControl <= 0;  
    6'b011100: ALUControl <= 2;  
    6'b100011: ALUControl <= 0;  
    6'b100001: ALUControl <= 0;  
    6'b100000: ALUControl <= 0;  
    6'b101011: ALUControl <= 0;  
    6'b101001: ALUControl <= 0;  
    6'b101000: ALUControl <= 0;  
    6'b000001: begin case (Opcode)
            0: ALUControl <= 1;  
            1: ALUControl <= 1;  
            default: ALUControl <= 4'bXXXX;  
       endcase end
    6'b000100: ALUControl <= 1;  
    6'b000101: ALUControl <= 1;  
    6'b000111: ALUControl <= 1;  
    6'b000110: ALUControl <= 1;  
    6'b000010: ALUControl <= 4'bXXXX;  
    6'b000011: ALUControl <= 4'bXXXX;  
    6'b001100: ALUControl <= 3;  
    6'b001101: ALUControl <= 4;  
    6'b001110: ALUControl <= 6;  
    6'b001010: ALUControl <= 9;  
    default: ALUControl <= 4'bXXXX;
endcase
end
endmodule
`timescale 1ns / 1ps
module Execute(
ALUSrcA0, ALUSrcB0, ALUSrcA1, ALUSrcB1, RegDst, Opcode, Funct,
Reg_Data1, Reg_Data2, dont_care_A1, dont_care_B1, rt, rd,
sa, Imm32b,
ALUResult_output, PC_Plus_Branch_output, RegDestSelected_output
);
input ALUSrcA0, RegDst, ALUSrcA1, ALUSrcB1;
input [1:0] ALUSrcB0;
input [4:0] sa, rt, rd;
input [31:0] Reg_Data1, Reg_Data2, Imm32b;
input [5:0] Opcode, Funct;
input [31:0] dont_care_A1, dont_care_B1;
wire [3:0] ALUControl;
wire [31:0] ALU_A1, ALU_B1;
wire [31:0] ALU_A0, ALU_B0;
wire [31:0] Shamt_sll_two;
wire [31:0] ALUResult;
wire [31:0] PC_Plus_Branch;
wire [4:0] RegDestSelected;
wire Zero;  
output reg [31:0] ALUResult_output;
output reg [31:0] PC_Plus_Branch_output;
output reg [4:0] RegDestSelected_output;
SignExtend5to32 shamtExtend(sa, Shamt_sll_two);
Mux32bit2to1 ALU_A0_Mux(Reg_Data1, Shamt_sll_two, ALU_A0, ALUSrcA0);
Mux32bit4to1 ALU_B0_Mux(Reg_Data2, Imm32b, 8, 32'hXXXXXXXX, ALU_B0, ALUSrcB0);
Mux32bit2to1 ALU_A1_Mux(ALU_A0, 32'hZZZZXXXX, ALU_A1, ALUSrcA1);
Mux32bit2to1 ALU_B1_Mux(ALU_B0, 32'hXXXXZZZZ, ALU_B1, ALUSrcB1);
ALUControl ALU_Control(Opcode, Funct, ALUControl);
ALU Sys_ALU(ALUControl, ALU_A1, ALU_B1, ALUResult, Zero);
Mux5bit2to1 regDest_Mux(rt, rd, RegDestSelected, RegDst);
always @(*) begin
ALUResult_output <= ALUResult;
PC_Plus_Branch_output <= PC_Plus_Branch;
RegDestSelected_output <= RegDestSelected;
end
endmodule
`timescale 1ns / 1ps
module Mux32bit2to1(
A, B, 
Out, 
Select
);
input [31:0] A, B;
input Select;
output reg [31:0] Out;
always@(*) begin 
    case(Select)
    0: Out <= A; 
    1: Out <= B;
    endcase
end
endmodule
`timescale 1ns / 1ps
module Mux32bit4to1(A, B, C, D, Out, Select);
input [31:0] A, B, C, D;
input [1:0] Select;
output reg [31:0] Out;
always@(*) begin 
    case(Select)
        0 : Out <= A;
        1 : Out <= B;
        2 : Out <= C;
        3 : Out <= D;
        endcase
    end
endmodule
`timescale 1ns / 1ps
module Mux5bit2to1(A, B, Out, Select);
input [4:0] A, B;
input Select;
output reg [4:0] Out;
always@(*) begin 
    case (Select)
    0: Out <= A;
    1: Out <= B;
    endcase
end
endmodule
`timescale 1ns / 1ps
module SignExtend5to32(inputVal, outputVal);
input [4:0] inputVal;
output reg [31:0] outputVal;
always @(*) begin
    outputVal <= {27'b000000000000000000000000000, inputVal};
end
endmodule
```

==> Implementation_results.wiki <==
== Metrics ==
{| class="wikitable"
! Metric !! Value
|-
| WL/cell || 26.7 um
|-
| Setup repair after global routing missed its margin || false
|-
| Post-detailed-route via-to-cell ratio || about 5.9
|-
| Nature of the critical path startpoint || input port
|-
| Detailed placer's ending HPWL || ~89 mm
|-
| Filler cells || 6534
|-
| Largest delay share family, worst path || adder cells
|-
| Result of the run || complete, no violations
|-
| Post-synthesis cell count from yosys || 3338
|-
| Sequential area share after synthesis || 0%
|-
| Path category of the worst min-delay check || input port to output port
|-
| Fraction of layout instances using a drive strength above 1 || about 7.2%
|-
| Crit-path slowest cell || ha_2
|-
| Area share of the largest cell type after synthesis || about 31%
|-
| Iteration-0 DRC Markers || ~1.8k
|-
| Max Freq || between 40 and 50 MHz
|-
| Register area || 0 um2
|-
| Worst-margin pin slew || 1030 ps
|-
| Standard-cell row count || roughly 93
|-
| Cell leakage power || roughly 13 nW
|-
| Arr. time, crit path || 17220 ps
|-
| CP Class || input port to output port
|-
| Synthesis area per yosys || 26300 um2
|-
| Area Overhead vs Synth || 9.48%
|-
| Power per standard cell area || 79.9 nW/um2
|-
| Count of different cell masters after synthesis || ~98
|-
| Overall die area || ~67000 um2
|-
| Final tally of max-slew violations || 0
|-
| Final hold viol count || 0
|-
| Area taken by multi-input logic gates || around 23000 um2
|-
| Vias in the first global route || about 25k
|-
| Post-route DRC violation count || 0
|-
| Crit-path most repeated cell || fa_1
|-
| Final-layout worst hold slack || roughly 13000 ps
|-
| Count of buffers from port buffering || 164
|-
| Biggest cell delay along the critical path || 810 ps
|-
| Pre-Repair DR Iteration Count || 8
|-
| Grt ovf || 0
|-
| Cell area leaders || fa_1, ha_1, nor2_1, inv_1, mux4_2
|-
| Gates resized, CTS repair || 0
|-
| Cell count of the worst hold path || 3
|-
| Period utilization || between 70% and 80%
|-
| Period minus WS final || approximately 23000 ps
|-
| Max FO, Critical Path || about 40
|-
| Net Sw Frac || around three fifths
|-
| Io pins || about 260
|-
| Setup fix buffers added after clock tree synthesis || 0
|-
| Cell type with the highest aggregate area in the netlist || fa_1
|-
| Largest net degree at the start of global routing || about 54
|-
| Antenna-violating nets left || 0
|-
| Seq_cells || 0
|-
| Max-slew headroom || a little under a third
|-
| Number of buffers inserted by hold repair at cts || 0
|-
| Setup tns final || 0 ps
|-
| Final setup fails || 0
|-
| Buf/Inv on CP || 11
|-
| Antenna violations before repair || 5
|-
| X dimension of the die || 258 um
|-
| Critical Path Stages || 33
|-
| Dominant logic cell type in the layout || nor2_1
|-
| Clock buffer count || 0
|-
| Max capacitance violation total || 0
|-
| Net load switching power || between 0.001 and 0.0015 W
|-
| Routability Congestion || 1.07
|-
| Mean post-synth cell area || 7.87 um2
|-
| Commonest cells after routing, fill and taps aside || nor2_1, inv_1, fa_1, nand2_1, ha_1
|-
| Core region area || about 65000 um2
|-
| Global-route total usage across every layer || about 36%
|-
| Stage-log warning count || roughly 160
|-
| Floorplan Utilization || about two fifths
|-
| Vias || 25.0k
|-
| YS warnings || between 40 and 50
|-
| Required time of the critical path || between 20000 and 25000 ps
|-
| Layout Utilization || between 40% and 50%
|-
| Vertical die dimension || 258 um
|-
| Peak supply drop || between 0.15 and 0.2 mV
|-
| Overall routed net length || roughly 110 mm
|-
| Post-Synthesis Cell Area || ~26000 um2
|-
| First-pass GRT wire length || 168 mm
|-
| Post-synthesis instance total || between 3k and 4k
|-
| Sort of element at the end of the critical path || output port
|-
| Internal Dissipation || 0.000925 W
|}
==> cell usage after synthesis (20+ instances only) <==
| cell | n |
|---|---|
| o221ai_1 | 24 |
| o21a_1 | 20 |
| a211oi_1 | 33 |
| o21ai_0 | 99 |
| clkbuf_1 | 116 |
| nor2b_1 | 20 |
| nand2_1 | 291 |
| a221oi_1 | 24 |
| buf_2 | 51 |
| nand2b_1 | 34 |
| buf_4 | 40 |
| a21o_1 | 20 |
| and2_1 | 26 |
| nand3_1 | 45 |
| o211ai_1 | 27 |
| nor3_1 | 48 |
| xnor2_1 | 91 |
| fa_1 | 410 |
| a21oi_1 | 121 |
| mux4_2 | 54 |
| mux2i_1 | 35 |
| ha_1 | 248 |
| buf_1 | 37 |
| nor2_1 | 520 |
| inv_1 | 504 |
| a22oi_1 | 23 |
==> cell type report <==
cell class                      instances  area share, %
Antenna cell                            3         0.0261
Inverter                              524           6.85
Multi-Input combinational cell       2593           80.8
Tap cell                              855           3.72
Timing Repair Buffer                  275           8.60
==> stage by stage <==
stage                     area, um2  std cells  total power, W  worst slack [ps]
after floorplan               26400       3369         0.00152             10740
after global placement        28800       4247         0.00228              7880
after detailed placement      28800       4247         0.00227              7880
after CTS                     28800       4247         0.00229              7850
after global routing          28800       4249         0.00252              7270
final                         28800       4250         0.00230              7660
==> kinds of logic after synthesis <==
logic type,after synthesis,share of synthesized area (%)
other,1,0.0143
AOI/OAI and AO/OA,597,16.0
and+or+nand+nor,1083,17.9
xor gates and xnor gates,116,4.18
adders and majority gates,659,43.1
buffers and inverters,776,12.2
muxes,106,6.72
==> path summary, 6_finish.rpt <==
check,to,from,slack [ps]
min,RegDestSelected_output[2],rt[2],13470
max,ALUResult_output[26],ALUSrcB0[0],7660
==> routing by layer <==
layer	track usage (%)	part of all wire, %	vias up
li1	-	-	11000
met3	16.6	13	280
met5	2.21	0.20	-
met4	15.1	5.4	10
met2	51.3	43	1378
met1	48.6	39	12300
==> worst min-delay path, cell delays in order <==
cell and delay [ps]:
clkdlybuf4s50_1 450, mux2_2 140, clkdlybuf4s50_1 450
No activity file was given, so power comes from the tool's default toggle rates.
